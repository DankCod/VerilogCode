**flow/design.v**
```verilog
module four_bit_cla_adder(
    input [3:0]A,
    input [3:0]B,
    input carryin,
    output[3:0]sum,
    output carry
);
wire g3;wire g2;wire g1;wire g0;
wire p3;wire p2;wire p1;wire p0;
wire c2;wire c1;wire c0;
and(g0,A[0],B[0]);
and(g1,A[1],B[1]);
and(g2,A[2],B[2]);
and(g3,A[3],B[3]);
xor(p0,A[0],B[0]);
xor(p1,A[1],B[1]);
xor(p2,A[2],B[2]);
xor(p3,A[3],B[3]);
assign c0=g0+carryin*p0;
assign c1=g1+p1*g0+p0*p1*carryin;
assign c2=g2+p2*g1+p1*p2*g0+p0*p1*p2*carryin;
assign carry=g3+p3*g2+p3*p2*g1+p1*p2*p3*g0+p0*p1*p2*p3*carryin;
xor(sum[0],p0,carryin);
xor(sum[1],p1,c0);
xor(sum[2],p2,c1);
xor(sum[3],p3,c2);
endmodule
module eight_bit_cla_adder(
    input [7:0]A,
    input [7:0]B,
    input carryin,
    output [7:0]sum,
    output carry
);
wire x1;
four_bit_cla_adder add1(A[3:0],B[3:0],carryin,sum[3:0],x1);
four_bit_cla_adder add2(A[7:4],B[7:4],carryin,sum[7:4],carry);
endmodule
```
**flow/run.sh**
```bash
#!/bin/bash
# OpenROAD 26Q1-2900-gdf79404cd8, Yosys 0.63+post, stock flow scripts
make -C /OpenROAD-flow-scripts/flow DESIGN_CONFIG=/design/flow/config.mk WORK_HOME=/design/flow/orfs finish
```
**flow/config.mk**
```make
export PLATFORM = sky130hd
export DESIGN_NAME = eight_bit_cla_adder
export DESIGN_NICKNAME = eight_bit_cla_adder
export VERILOG_FILES = /design/flow/design.v
export SDC_FILE = /design/flow/constraint.sdc
export NUM_CORES = 4
export LEC_CHECK = 1
export CORE_AREA = 10 10 70 70
export DIE_AREA = 0 0 80 80
```
**flow/constraint.sdc**
```tcl
current_design eight_bit_cla_adder

set clk_period 3.0
set clk_io_pct 0.2

create_clock -name clk0 -period $clk_period

set non_clock_inputs [all_inputs -no_clocks]
set_input_delay [expr $clk_period * $clk_io_pct] -clock clk0 $non_clock_inputs
set_output_delay [expr $clk_period * $clk_io_pct] -clock clk0 [all_outputs]
```
==> ci_impl_report.md <==
## PnR job results

| Metric | Value |
|---|---|
| Worst EP arrival | `2280 ps` |
| Met1 Resource Use GR | `5.326%` |
| Yosys stat cell total | `49` |
| WP data required | `2400 ps` |
| DR iter-0 viols | `10` |
| Synthesized area | `425.4 um^2` |
| Worst setup path end | `carry` |
| N_diodes | `0` |
| Top logic family | `adder cells` |
| Die Y | `80 um` |
| Number of global-route vias before repair | `471` |
| Sequential share of power | `0%` |
| Post-synth mux share | `7.941%` |
| Routed Wire Length | `1258 um` |
| Internal Pwr Total | `0.1078 mW` |
| Critical path depth | `7` |
| Core area | `0.003416 mm^2` |
| OpenROAD warning count | `33` |
| Largest net degree at the start of global routing | `8` |
| PwrDens | `182.9 mW/mm^2` |
| Switching share of total power | `34.86%` |
| Crit path cell chain | `clkdlybuf4s50_1, ha_4, nand3_2, mux2i_4, and4b_1, o32ai_2, clkbuf_2` |
| Slowest CP cell | `clkdlybuf4s50_1` |
| Xor+xnor area frac | `26.76%` |
| Maximum VDD drop | `68.97 uV` |
| Crit. End Element | `primary output` |
| Post-CTS Hold Fix Bufs | `0` |
| Status | `completed` |
| Pleak | `0.4085 nW` |
| Bufs and invs on worst path | `2` |
| Syn Inst Count | `49` |
| Placer Congestion | `0.6925` |
| Area growth, synth to finish | `112.6%` |
| Worst Path Max Fanout | `4` |
| Final setup viols | `0` |
| Gate power share | `100.0%` |
| Die Area | `0.006400 mm^2` |
| Flop count | `0` |
| Fill cell count | `378` |
| Worst slew pin tran | `275.6 ps` |
| RSZ-0062 raised after global routing | `false` |
| Layout cell share with drive strength beyond 1 | `27.27%` |
| Yosys stat area | `425.4 um^2` |
| GRT Max-Usage Layer | `met2` |
| Gr usage total | `3.823%` |
| Met3 Use GR | `0.9091%` |
| Max Cap Viol | `0` |
| Num rows | `21` |
| Number of antenna violations at the first check in global routing | `0` |
| Seq/Total Area, Yosys | `0%` |
| Dpl hpwl | `1085 um` |
| Max-slew headroom | `81.43%` |
| First-pass GRT wire length | `2125 um` |
| Hold Fails Final Rpt | `0` |
| Aoi share | `11.76%` |
| Avg Inst Size Synth | `8.682 um^2` |
| GRT overflow | `0` |
| Post-Synth Simple-Gate Area | `19.12%` |
| WS Path Type | `in -> out` |
| Yosys cell types | `19` |
| Drt wl/cell | `9.388 um` |
| DRC | `0` |
| Critical path startpoint | `A[5]` |
| M2 GR Usage | `6.180%` |
| Routed vias | `472` |
| Fin crit share | `96.02%` |
| Post-DRT Antenna Nets | `0` |
| Drt pass-1 iters | `4` |
| CP Launch Type | `input pin` |
| Psw | `0.05768 mW` |
| Peak Freq | `347.1 MHz` |
| Starting Density | `12.45%` |
| Min-Delay Path Class | `in -> out` |
| CLK BUF | `0` |
| Synth Area in Adders | `30.00%` |
| Num ports | `26` |
| Clock share of power | `0%` |
| CP peak stage delay | `450 ps` |
| Setup TNS | `0 ps` |
| Final min period | `2881 ps` |
| CP delay by family, top | `buffers and inverters` |
| I/O Buffers | `26` |
| Slew Limit Fails | `0` |
| Die Width | `80 um` |
| Via/cell ratio | `3.522` |
| FF/Latch Area | `0 um^2` |
| Synthesis Warnings | `0` |
| Power, Total | `0.1655 mW` |
## per-layer routing
layer | wire (um) | share of wire, %
met3 | 68 | 5.4
met1 | 595 | 47
met5 | 0 | 0
met4 | 0 | 0
met2 | 594 | 47
## worst min-delay path by stage
stage	start	end	cells past startpoint	slack, ps
after CTS	B[4]	sum[4]	5	2120
after global routing	carryin	carry	6	2020
final	carryin	carry	6	1980
## cell usage in the layout, fill, tap and decap left out
master and count:
and4b_1 1, and3b_1 2, mux2i_4 1, dlymetal6s2s_1 4, buf_4 13, dlygate4sd2_1 5, nand3_1 1, mux2i_1 1
mux2i_2 1, fa_1 2, ha_4 3, xor2_1 4, o32ai_2 1, inv_1 5, ha_1 4, clkbuf_2 1
xnor2_1 9, a21boi_1 2, o41ai_2 1, nor3_1 1, clkdlybuf4s50_1 16, nand3_2 1, o21ai_2 2, nand2b_1 3
nand2_1 3, nor2_1 1
## logic make-up after synthesis
kind of cell / count (synthesis)
AND/OR/NAND/NOR: 13
adder cells (fa/ha/maj): 9
XOR/XNOR: 13
multiplexers: 3
buffers and inverters: 5
AND-OR/OR-AND: 6
## metrics by stage
step | cells | setup slack [ps] | instance area, um^2 | util, % | hold slack (ps)
after detailed placement | 130 | -263.4 | 810.8 | 23.74 | 2302
after floorplan | 49 | 749.8 | 425.4 | - | 1304
final | 134 | 119.3 | 904.6 | 26.48 | 1975
after global routing | 134 | 27.15 | 904.6 | 26.48 | 2024
after global placement | 130 | -241.1 | 810.8 | 23.74 | 2276
after CTS | 134 | -66.27 | 870.8 | 25.49 | 2120
## power by group through the flow
stage | Sequential [mW] | Combinational [mW] | Clock (mW)
CTS | 0 | 0.165 | 0
global route | 0 | 0.184 | 0
finish | 0 | 0.165 | 0
## layout make-up
type	instances	area [um^2]	share of cell area [%]
well taps	46	57.56	6.362
repair buffers	39	356.6	39.42
multi-input cells	44	471.7	52.14
inverters	5	18.77	2.075
## cell usage after synthesis
master    n  share of area (%)
a21boi_0  2                3.5
and3b_1   2                4.1
and4b_1   1                2.4
fa_1      2                9.4
ha_1      7                 21
inv_1     5                4.4
mux2i_1   2                4.7
mux2i_2   1                3.2
nand2_1   3                2.6
nand2b_1  3                4.4
nand3_1   1                1.2
nand3_2   1                2.4
nor2_1    1               0.88
nor3_1    1                1.2
o21ai_1   2                2.4
o32ai_2   1                3.8
o41ai_1   1                2.1
xnor2_1   9                 19
xor2_1    4                8.2
## repair_timing
item                                    4_1_cts  5_1_grt
gates resized                                12       10
endpoints found under the setup margin        5        4
cloned                                        0        0
pin swaps                                     8        1
buffers inserted                              4        0
Power and IR drop assume default switching activity.
