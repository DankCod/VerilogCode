## ./constraint.sdc

```tcl
current_design wallace_tree_four_four

set clk_period 3.5
set clk_io_pct 0.2

create_clock -name clk0 -period $clk_period

set non_clock_inputs [all_inputs -no_clocks]
set_input_delay [expr $clk_period * $clk_io_pct] -clock clk0 $non_clock_inputs
set_output_delay [expr $clk_period * $clk_io_pct] -clock clk0 [all_outputs]
```

## ./design.v

```verilog
module half_adder(
    input A,
    input B,
    output sum,
    output carry
);
    xor(sum,A,B);
    and(carry,A,B);
endmodule
module full_adder(
    input A,
    input B,
    input carry,
    output sum,
    output carryout
);
wire x1;
wire x2;
wire x3;
xor(x1,A,B);
and(x2,A,B);
and(x3,x1,carry);
xor(sum,x1,carry);
or(carryout,x3,x2);
endmodule
module four_bit_rip_adder_carry(
    input [3:0]A,
    input [3:0]B,
    input carryin,
    output [3:0]sum,
    output carry
);
wire x1;
wire x2;
wire x3;
full_adder d0(A[0],B[0],carryin,sum[0],x1);
full_adder d1(A[1],B[1],x1,sum[1],x2);
full_adder d2(A[2],B[2],x2,sum[2],x3);
full_adder d3(A[3],B[3],x3,sum[3],carry);
endmodule
module eight_bit_adder(
    input [7:0]A,
    input [7:0]B,
    output [7:0]sum,
    output carry
);
reg init=0;
wire x1;
four_bit_rip_adder_carry test1(A[3:0],B[3:0],init,sum[3:0],x1);
four_bit_rip_adder_carry second(A[7:4],B[7:4],x1,sum[7:4],carry);
endmodule
module four_bit_cla_adder(
    input [3:0]A,
    input [3:0]B,
    input carryin,
    output[3:0]sum,
    output carry
);
wire g3;wire g2;wire g1;wire g0;
wire p3;wire p2;wire p1;wire p0;
wire c2;wire c1;wire c0;
and(g0,A[0],B[0]);
and(g1,A[1],B[1]);
and(g2,A[2],B[2]);
and(g3,A[3],B[3]);
xor(p0,A[0],B[0]);
xor(p1,A[1],B[1]);
xor(p2,A[2],B[2]);
xor(p3,A[3],B[3]);
assign c0=g0+carryin*p0;
assign c1=g1+p1*g0+p0*p1*carryin;
assign c2=g2+p2*g1+p1*p2*g0+p0*p1*p2*carryin;
assign carry=g3+p3*g2+p3*p2*g1+p1*p2*p3*g0+p0*p1*p2*p3*carryin;
xor(sum[0],p0,carryin);
xor(sum[1],p1,c0);
xor(sum[2],p2,c1);
xor(sum[3],p3,c2);
endmodule
module eight_bit_cla_adder(
    input [7:0]A,
    input [7:0]B,
    input carryin,
    output [7:0]sum,
    output carry
);
wire x1;
four_bit_cla_adder add1(A[3:0],B[3:0],carryin,sum[3:0],x1);
four_bit_cla_adder add2(A[7:4],B[7:4],carryin,sum[7:4],carry);
endmodule
module wallace_tree_four_four(
    input [3:0]multiplicand,
    input [3:0]multiplier,
    output [7:0]product
);
wire [3:0]pp0;
wire [3:0]pp1;
wire [3:0]pp2;
wire [3:0]pp3;
wire sum1,sum2,sum3,sum4,sum5,sum6,sum7,sum8;
wire carry1,carry2,carry3,carry4,carry5,carry6,carry7,carry8;
wire [3:0]A;
wire [3:0]B;
assign pp0=multiplicand*multiplier[0];
assign pp1=multiplicand*multiplier[1];
assign pp2=multiplicand*multiplier[2];
assign pp3=multiplicand*multiplier[3];
assign product[0]=pp0[0];
half_adder ha1(pp0[1],pp1[0],sum1,carry1);
full_adder fa1(pp0[2],pp1[1],pp2[0],sum2,carry2);
full_adder fa2(pp0[3],pp1[2],pp2[1],sum3,carry3);
half_adder ha2(pp1[3],pp2[2],sum4,carry4);
half_adder ha3(carry1,sum2,sum5,carry5);
full_adder fa3(carry2,sum3,pp3[0],sum6,carry6);
full_adder fa4(carry3,sum4,pp3[1],sum7,carry7);
full_adder fa5(carry4,pp2[3],pp3[2],sum8,carry8);
assign A={carry8,carry7,carry6,carry5};
assign B={pp3[3],sum8,sum7,sum6};
four_bit_cla_adder fastadder(A,B,0,product[6:3],product[7]);
assign product[2:0]={sum5,sum1,pp0[0]};
endmodule
```

## ./config.mk

```make
export PLATFORM = sky130hd
export DESIGN_NAME = wallace_tree_four_four
export DESIGN_NICKNAME = wallace_tree_four_four
export VERILOG_FILES = /design/flow/design.v
export SDC_FILE = /design/flow/constraint.sdc
export NUM_CORES = 4
export LEC_CHECK = 1
export CORE_AREA = 10 10 70 70
export DIE_AREA = 0 0 80 80
```

## ./run.sh

```bash
#!/bin/bash
# OpenROAD 26Q1-2900-gdf79404cd8, Yosys 0.63+post, stock flow scripts
make -C /OpenROAD-flow-scripts/flow DESIGN_CONFIG=/design/flow/config.mk WORK_HOME=/design/flow/orfs finish
```

==> Slide: Implementation Results <==
Flow Results at a Glance

Yosys
  • Yosys warning count: 1
  • Yosys stat area: 434 um2
  • Syn Area/Cell: 8.19 um2
  • Synthesized cell area: 434 um2
  • Cells after Synth: 53
  • # Cells Yosys: 53
  • Post-synth seq share: 0
  • Synth unique cells: 12

Drt
  • Post-DR wirelength/cell: 7.83 um
  • Diodes inserted: 0
  • Final wirelength: 940 um
  • Post-DRT Antenna Nets: 0
  • Detailed-route via count: 362
  • Vias/cell: 3.02
  • DRC: 0
  • Drt initial violations: 7
  • First-pass detailed-route iteration total: 4

Global routing
  • Initial antenna violation count: 0
  • Overall routing resource usage: 0.0286
  • Global-route wire length before repair: 1560 um
  • Vias in the first global route: 343
  • GRT overflow: 0
  • Largest net degree at the start of global routing: 5

Placement
  • Placed Instances: 119
  • Final HPWL from detailed placement: 853 um
  • Area after DPL: 712 um2
  • Gpl congestion: 0.831
  • IO Port Bufs: 16
  • Setup slack at placement: -982 ps

STA
  • WHS: 2030 ps
  • Pins Over Slew Limit: 0
  • RSZ-0062 raised after global routing: yes
  • Final Hold Viols: 0
  • Shortest period the worst path allows: 3650 ps
  • Final Cycle Share: 1.04
  • Setup TNS: -273 ps
  • Least-Margin Pin Slew: 155 ps
  • Fmax: 274 MHz
  • Normalized max-slew margin: 0.893
  • Final setup margin: -149 ps
  • Setup violations, final: 2

Floorplanning
  • DIE WIDTH: 80 um
  • Top Ports: 16
  • Placeable Area: 3420 um2
  • Floorplan row count: 21
  • Die Y: 80 um
  • Fp_density: 0.127
  • Total die size: 6400 um2

Layout
  • # fillers: 379
  • Flop count: 0
  • Clkbuf count: 0
  • Post-layout util: 0.223
  • Fraction of layout cells with a size suffix above 1: 0.459
  • Final instance area: 761 um2
  • Gate Area: 439 um2
  • Area grow syn2layout: 75.2%
  • Most numerous logic cells after layout: nand2_1 (8), buf_4 (8), and2_1 (7), inv_1 (7)
  • Post-Layout Cell Count: 120
  • Sequential Area: 0 um2

Critical path
  • Crit path DRT: 2800 ps
  • Critical path startpoint category: primary input
  • Crit path DAT: 2950 ps
  • CP Class: in -> out
  • Largest fanout on the critical path: 4
  • Crit. Startpoint: multiplicand[1]
  • Critical Path End Type: output port
  • Setup crit end: product[7]

Run status
  • Status: finished with violations
  • Failing checks: setup timing

Power
  • Total power: 0.117 mW
  • P_leak: 0.377 nW
  • P per Cell Area: 154 nW/um2
  • VDD IR-drop max: 61.6 uV

CTS
  • Hold-fix buffers, CTS: 0

Job
  • Number of max-cap violations: 0
  • OpenROAD warnings: 34

Min path
  • HP Class: in -> out
cell usage after synthesis:
cell,number,share of area
nand2b_1,2,0.029
mux2i_1,1,0.023
nand2_2,1,0.014
fa_1,6,0.28
ha_1,7,0.20
inv_1,9,0.078
buf_4,4,0.069
xor2_1,2,0.040
xnor2_1,2,0.040
and2_1,7,0.10
mux2i_2,1,0.032
nand2_1,11,0.095
per-layer routing:
layer	GRT usage	up-vias	share of wire
met5	0	-	0
met4	0	0	0
met3	0.0159	0	0.12
met2	0.0321	14	0.31
met1	0.0465	151	0.57
li1	-	197	-
critical path: stages:
cell and delay [ps]:
buf_8 80, nand2_4 50, fa_2 560, inv_2 40, fa_2 430, ha_4 180, buf_6 110, nand2_4 60
mux2i_4 230, mux2i_1 230, xor2_1 170, buf_2 120
power breakdown:
group	internal, mW	switching [mW]	leakage [nW]	total (mW)
Sequential	0	0	0	0
Combinational	0.0708	0.0462	0.377	0.117
Clock	0	0	0	0
Total	0.0708	0.0462	0.377	0.117
how the worst min path moves through the flow:
stage,to,cells past startpoint,slack (ps),startpoint
5_1_grt,product[0],3,2050,multiplier[0]
4_1_cts,product[0],3,2040,multiplier[0]
6_report,product[0],3,2030,multiplier[0]
cell families (layout without fill, tap and decap cells):
logic type | after synthesis | count (layout) | share of synthesized area
xor+xnor | 4 | 4 | 0.0807
fa+ha+maj | 13 | 13 | 0.478
mux | 2 | 2 | 0.0547
simple gates | 21 | 21 | 0.239
buf+inv | 13 | 34 | 0.147
layout make-up:
| type | instances | area share |
|---|---|---|
| Inverter | 9 | 0.0444 |
| Tap cell | 46 | 0.0757 |
| Timing Repair Buffer | 25 | 0.303 |
| Multi-Input combinational cell | 40 | 0.577 |
timing repair:
action	CTS	global route
resized	60	4
endpoints found under the setup margin	5	4
pin swaps	11	4
buffers inserted	1	0
endpoints found under the hold margin	0	0
Power and IR drop assume default switching activity.
