### flow/config.mk
export PLATFORM = sky130hd
export DESIGN_NAME = eight_bit_adder
export DESIGN_NICKNAME = eight_bit_adder
export VERILOG_FILES = /design/flow/design.v
export SDC_FILE = /design/flow/constraint.sdc
export NUM_CORES = 4
export LEC_CHECK = 1
export CORE_AREA = 10 10 70 70
export DIE_AREA = 0 0 80 80
### flow/constraint.sdc
current_design eight_bit_adder

set clk_period 6.3
set clk_io_pct 0.2

create_clock -name clk0 -period $clk_period

set non_clock_inputs [all_inputs -no_clocks]
set_input_delay [expr $clk_period * $clk_io_pct] -clock clk0 $non_clock_inputs
set_output_delay [expr $clk_period * $clk_io_pct] -clock clk0 [all_outputs]
### flow/design.v
module half_adder(
    input A,
    input B,
    output sum,
    output carry
);
    xor(sum,A,B);
    and(carry,A,B);
endmodule
module full_adder(
    input A,
    input B,
    input carry,
    output sum,
    output carryout
);
wire x1;
wire x2;
wire x3;
xor(x1,A,B);
and(x2,A,B);
and(x3,x1,carry);
xor(sum,x1,carry);
or(carryout,x3,x2);
endmodule
module four_bit_rip_adder_carry(
    input [3:0]A,
    input [3:0]B,
    input carryin,
    output [3:0]sum,
    output carry
);
wire x1;
wire x2;
wire x3;
full_adder d0(A[0],B[0],carryin,sum[0],x1);
full_adder d1(A[1],B[1],x1,sum[1],x2);
full_adder d2(A[2],B[2],x2,sum[2],x3);
full_adder d3(A[3],B[3],x3,sum[3],carry);
endmodule
module eight_bit_adder(
    input [7:0]A,
    input [7:0]B,
    output [7:0]sum,
    output carry
);
reg init=0;
wire x1;
four_bit_rip_adder_carry test1(A[3:0],B[3:0],init,sum[3:0],x1);
four_bit_rip_adder_carry second(A[7:4],B[7:4],x1,sum[7:4],carry);
endmodule
### flow/run.sh
#!/bin/bash
# OpenROAD 26Q1-2900-gdf79404cd8, Yosys 0.63+post, stock flow scripts
make -C /OpenROAD-flow-scripts/flow DESIGN_CONFIG=/design/flow/config.mk WORK_HOME=/design/flow/orfs finish
==> flow_summary.yaml <==
# flow metrics
run_status:
  status: "finished, final reports clean"
drt:
  vias: 189
  drt_first_pass_iters: 1
  routedWlPerCell_um: 8.48
  route.antenna.diode_count: 0
  via_per_inst: 2.25
  drt_drc_violations_left: 0
  routed_wirelength_um: 712
  number_of_violations_reported_at_the_end_of_detailed_routing_iteration_0: 0
  ant_nets: 0
grt:
  gr-usage-met3_pct: 1.70
  groute.layer.met2.usage_pct: 2.73
  overflow: 0
  number_of_global_route_vias_before_repair: 229
  global_route.peak_usage_layer: "met1"
  grt_util_overall_pct: 2.12
  grt_antenna_before_repair: 0
  global_route_wire_length_before_repair_um: 1080
  met1_resource_use_gr_pct: 2.82
  maximum_number_of_pins_on_one_net_before_global_route_repair: 2
synthesis:
  yosys-stat-area_um2: 231
  synth-warning-count: 1
  yosys_top_cell_by_area: "fa_1"
  post_synth_inst_count: 21
  synth_cell_type_count: 4
  netlist.area_leader.share_pct: 60.5
  yosysCellCount: 21
  post_synth_instance_area_um2: 231
  syn_area_per_cell_um2: 11.0
  seq_share_synth_pct: 0
  post_synth_main_area_contributors: "fa_1 61%, buf_4 26%, inv_1 8.1%, ha_1 5.4%"
setup_path:
  required_ns: 5.04
  worst_setup_path_endpoint: "carry"
  startpoint_type: "input port"
  critical-path-slowest-cell: "clkdlybuf4s50_1"
  startpoint: "B[0]"
  timing.critical_path.cells: "clkdlybuf4s50_1 > ha_2 > fa_2 > fa_2 > fa_2 > fa_2 > fa_2 > fa_1 > inv_1 > fa_1 > inv_1 > clkdlybuf4s50_1"
  worst-setup-path-type: "in2out"
  crit_path_max_incr_delay_ns: 0.41
  critical_path.most_common_cell: "fa_2"
  cp.buffers_inverters: 4
  critPathArrivalTime_ns: 4.77
  path_max_fanout: 1
  cp_top_family: "adder cells"
  cp-end-kind: "output port"
  timing.critical_path.depth: 12
sta:
  fmax_ghz: 0.166
  layout_worst_path_cycle_share_pct: 95.6
  report.final.setup_viol: 0
  rsz0062_at_grt: "false"
  timing_worst_slew_pin_value_ns: 0.113
  fin_setup_tns_ns: 0
  final_hold_viol_count: 0
  layout_min_cycle_time_ns: 6.03
  report.final.slew_viol_count: 0
  max-slew-margin-rel_pct: 92.4
placed_design:
  routabilityCongestion: 0.807
  numPortBuffers: 25
  cell_area_after_placement_um2: 479
  placed_cells: 84
  detailed_place_hpwl_um: 706
power:
  power_leakage_nw: 0.188
  power_density_nw_per_um2: 81.2
  vdd.ir_drop.worst_v: 0.0000363
die:
  die_width_um: 80
  floorplan.die_area_um2: 6400
  initCoreUtil_pct: 6.78
  core.rowCount: 21
  io_pins: 25
  total_core_area_um2: 3420
  die-height_um: 80
finish:
  layout.cell_area.non_filler_um2: 497
  layout.clock_buffers: 0
  synthesis_to_finish_area_growth_pct: 115
  instances_no_fill: 84
  layout.area.seq_um2: 0
  number_of_sequential_storage_elements: 0
  final_layout_size_suffix_gt1_share_pct: 15.8
hold_path:
  worst_hold_path_type: "in2out"
job:
  log.warning_count: 32
  max-cap-violations: 0
cell type report:
class / instances / area [um^2]
fillers: 392 / 2920
repair buffers: 25 / 253
multi-input cells: 8 / 168
well taps: 46 / 57.6
inverters: 5 / 18.8
power breakdown:
group          switching (mW)  internal [mW]
clock network               0              0
registers                   0              0
logic                  0.0106         0.0298
total                  0.0106         0.0298
layout by cell type (no fill, tap or decap):
master / count
clkdlybuf4s50_1: 24
inv_1: 5
fa_2: 5
fa_1: 2
ha_2: 1
dlymetal6s2s_1: 1
synth_stat cells:
cell,instances
buf_4,8
inv_1,5
fa_1,7
ha_1,1
routing by layer:
metal  wire length [um]  up-vias
met5                  0        -
met4                  0        0
met3                208        0
met2                215       23
met1                288       81
li1                   -       85
cell families (layout without fill, tap and decap cells):
logic type | Yosys count | count (layout) | share of synthesized area, %
fa+ha+maj | 8 | 8 | 65.9
buf+inv | 13 | 30 | 34.1
stage by stage:
| step | hold slack (ns) | utilization (%) | setup slack (ns) | total power, mW |
|---|---|---|---|---|
| final | 3.30 | 14.5 | 0.275 | 0.0403 |
| after global routing | 3.37 | 14.5 | 0.103 | 0.0455 |
| after CTS | 3.57 | 14.4 | 0.0336 | 0.0417 |
| after detailed placement | 3.57 | 14.0 | -0.206 | 0.0402 |
| after global placement | 3.55 | 14.0 | -0.150 | 0.0402 |
| after floorplan | 2.69 | - | 0.754 | 0.0188 |
worst min path at each step:
stage	from	slack (ns)	cells past startpoint	endpoint
CTS	B[0]	3.57	3	sum[0]
global route	B[7]	3.37	5	sum[7]
finish	B[7]	3.30	5	sum[7]
timing repair:
action	4_1_cts	5_1_grt
setup buffers	0	0
hold buffers	0	0
gates resized	5	2
pin swaps	0	6
endpoints found under the setup margin	1	1
Power figures rest on the tool's default switching activity, not on a simulated workload.
